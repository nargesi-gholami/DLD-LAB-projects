### flow/design.v
`timescale 1ps/1ps
module clock_monitor (input clk,rst,input ring_up, input [7:0]PSImin,PSImax,PIOset,FRO_min,
	 output[7:0] setPeriod ,output fail,output reg [7:0] cnt );
reg [7:0] count;
reg up;
reg init;
always@(ring_up)begin
up = 1'b0;
init = 1'b0;
	if(ring_up == 1'b1)
		up = 1'b1;
	else
		init = 1'b1;
end
always@(posedge clk, posedge rst)begin
	if(rst)
		cnt <= 8'b0;
	else
		begin
			if(up)
				cnt <= cnt + 8'b00000001;
			else if(init)
				cnt <= 8'b0;
		end
end
assign setPeriod = (PSImin > PIOset) ? PSImin : (PSImax < PIOset) ? PSImax : PIOset; 
assign fail = ( FRO_min*3 -  cnt > 8'b00000000) ? 1'b0 : 1'b1;
endmodule
### flow/run.sh
#!/bin/bash
# OpenROAD 26Q1-2900-gdf79404cd8, Yosys 0.63+post, stock flow scripts
make -C /OpenROAD-flow-scripts/flow DESIGN_CONFIG=/design/flow/config.mk WORK_HOME=/design/flow/orfs finish
### flow/config.mk
export PLATFORM = sky130hd
export DESIGN_NAME = clock_monitor
export DESIGN_NICKNAME = clock_monitor
export VERILOG_FILES = /design/flow/design.v
export SDC_FILE = /design/flow/constraint.sdc
export NUM_CORES = 4
export LEC_CHECK = 1
export CORE_AREA = 10 10 99 99
export DIE_AREA = 0 0 109 109
### flow/constraint.sdc
current_design clock_monitor

set clk_period 4.3
set clk_io_pct 0.2

create_clock -name clk0 -period $clk_period [get_ports {clk}]

set non_clock_inputs [all_inputs -no_clocks]
set_input_delay [expr $clk_period * $clk_io_pct] -clock clk0 $non_clock_inputs
set_output_delay [expr $clk_period * $clk_io_pct] -clock clk0 [all_outputs]
==> metrics.yaml <==
grt_pass1_vias: 1520
netlist_instances: 190
top_cell: "inv_1"
drt_first_pass_iters: 4
synth.top_cell.area_share_pct: 21.9
criticalPathCategory: "input pin to output port"
drv_cap: 0
max_stage_delay_ns: 0.49
power.total_mw: 0.488
min_period_ns: 4.13
clock_path_buffers: 2
common_cells: "38 x inv_1, 27 x ha_1, 17 x a21oi_1, 17 x nor2_1, 11 x mux2i_1"
routed_wl_um: 4000
fmax_ghz: 0.242
timing.final.hold_violations: 0
h-tree-depth: 1
yosysWarningCount: 1
insertion_delay_ns: 0.22
design_area_mm2: 0.00249
worst_pin_slew_ns: 0.321
vdd_drop_max_uv: 177
tritoncts: "yes"
largest_reg_flops: 8
cts_buffers: 3
cp_slowest_cell: "clkdlybuf4s50_1"
initCoreUtil_pct: 20.0
yosysCellCount: 190
clockRootBuffer: "clkbuf_8"
ios: 52
power.leakage_nw: 1.20
fin_skew_ns: 0.00113
wl_per_cell_um: 10.9
synthArstFlopShare_pct: 100
worstSetupStartpointType: "input pin"
openroad.warnings: 27
synth_top_cell_by_area: "ha_1"
area_growth_pct: 61.1
drc: 0
chipArea_mm2: 0.0119
clock-sinks: 8
finalSetupTns_ns: 0
synth-main-ff-cell: "dfrtp_1"
placementRows: 32
antenna_cells: 0
vias: 1486
min_path_type: "flip-flop to flip-flop"
dieWidth_um: 109
setup-violations-final: 0
grt_max_degree: 17
endpoint_kind: "output port"
critical_path_arrival_ns: 3.27
hpwlAfterDp_um: 3410
finalMaxSlewViolations: 0
grt_overflow_total: 0
place_area_mm2: 0.00231
cp_cell_sequence: "clkdlybuf4s50_1, inv_1, ha_1, a21o_1, a21o_1, a21oi_1, o31a_1, buf_12, mux2i_1, a21oi_1, clkdlybuf4s50_1"
core_area_mm2: 0.00773
netlist_area_mm2: 0.00155
numPortBuffers: 51
crit_required_ns: 3.44
power_density_mw_per_mm2: 196
edf_count: 0
ys.flops: 8
antenna_found_initial: 0
finalCritPeriodShare_pct: 96.0
cts_hold_buffers: 0
viasPerCell: 4.07
outcome: "finished clean"
clk_pin_slew_ns: 0.04
gp_congestion: 0.864
final_antenna_net_count: 0
drtIter0Drc: 20
rsz0062_at_grt: "false"
grt_pass1_wl_um: 6640
crit_path_max_fanout: 8
hold_slack_ns: 0.520
n_fill_cell: 780
synthDistinctLibCells: 38
yosys_area_mm2: 0.00155
relSlewSlack_pct: 78.6
ys_top_cells_by_area: "ha_1 22%, dfrtp_1 13%, fa_1 10%"
largest-register: "cnt"
yosys.stat.seqShare_pct: 13.0
final_layout_size_suffix_gt1_share_pct: 20.2
grt_use_total_pct: 6.61
final_util_pct: 32.2
top_regs: "cnt: 8 flops"
synth_area_per_cell_um2: 8.13
chipHeight_um: 109
-- placed cells by master, fill, tap and decap left out, types with 3 or more instances in the layout --
cell type / n
fa_1: 6
clkbuf_8: 3
and2_1: 7
inv_1: 29
buf_4: 20
clkdlybuf4s50_1: 43
ha_1: 23
nand3_1: 6
o22ai_1: 3
xnor2_1: 5
nor2_1: 17
dlygate4sd2_1: 4
inv_2: 10
mux2i_1: 11
dfrtp_1: 8
a21oi_1: 15
ha_4: 4
nand4_1: 3
a21o_1: 4
-- critical path: cells and delay by family --
kind                     cells  cell delay, ns
adder cells (fa/ha/maj)      1            0.29
buffers and inverters        4            1.18
AND-OR/OR-AND                5            0.87
multiplexers                 1            0.07
-- routing by layer --
layer  vias up  GRT usage, %  wire [um]
met4         0         0.565          9
met3         2          2.09        405
met1       647          8.63       1910
met5         -             0          0
li1        790             -          -
met2        47          10.9       1670
-- cells by family (layout without fill, tap and decap cells) --
family | after synthesis | in the layout | share of synthesized area, %
AND/OR/NAND/NOR | 52 | 52 | 17.8
buffers and inverters | 42 | 115 | 11.0
adder cells (fa/ha/maj) | 35 | 35 | 32.2
AND-OR/OR-AND | 35 | 35 | 14.9
multiplexers | 11 | 11 | 7.13
flip-flops | 8 | 8 | 13.0
XOR/XNOR | 7 | 7 | 3.97
-- worst paths after layout --
kind | startpoint | to | slack, ns | depth (start not counted)
setup / recovery | PIOset[5] | setPeriod[7] | 0.17 | 11
hold / removal | cnt[0] | cnt[0] | 0.52 | 1
setup reg to reg | cnt[2] | cnt[7] | 3.07 | 4
hold reg to reg | cnt[0] | cnt[0] | 0.52 | 1
max in group asynchronous | rst | cnt[4] | 3.17 | 2
min in group asynchronous | rst | cnt[3] | 0.89 | 2
-- stage by stage --
step	instances	setup slack, ns
2_1_floorplan	190	0.676
3_3_place_gp	359	-0.596
3_5_place_dp	359	-0.629
5_1_grt	365	0.00225
4_1_cts	364	0.0156
6_report	365	0.173
-- area by class of cell --
cell class / count / area [um2] / area share, %
clock buffer: 3 / 41.3 / 1.66
inverter: 39 / 146 / 5.88
timing repair buffer: 73 / 687 / 27.6
multi-input combinational: 140 / 1290 / 51.7
sequential: 8 / 200 / 8.04
tap: 102 / 128 / 5.13
-- timing repair --
action | 4_1_cts | 5_1_grt
endpoints found under the hold margin | 0 | 0
pin swaps | 14 | 9
resized | 32 | 8
endpoints found under the setup margin | 1 | 2
setup buffers | 2 | 1
-- report_power, final --
part / switching, mW / total (mW) / internal [mW] / leakage, nW
registers: 0.00344 / 0.0814 / 0.0779 / 0.109
logic: 0.140 / 0.318 / 0.178 / 1.07
clock network: 0.0280 / 0.0885 / 0.0605 / 0.0216
Power and IR drop assume default switching activity.
